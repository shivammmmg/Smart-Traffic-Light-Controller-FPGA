==> design.v <==
module blink_generator #(
    parameter integer HALF_PERIOD_TICKS = 25_000_000  
)(
    input  wire clk,
    input  wire reset_n,       
    input  wire enable,        
    output reg  blink_out      
);
    reg [25:0] cnt;
    always @(posedge clk or negedge reset_n) begin
        if (!reset_n) begin
            cnt      <= 26'd0;
            blink_out<= 1'b0;
        end else if (enable) begin
            if (cnt == HALF_PERIOD_TICKS - 1) begin
                cnt       <= 26'd0;
                blink_out <= ~blink_out;
            end else begin
                cnt <= cnt + 1'b1;
            end
        end else begin
            cnt       <= 26'd0;
            blink_out <= 1'b0;
        end
    end
endmodule
module debounce_button #(
    parameter integer CNT_MAX = 1_000_000    
)(
    input  wire clk,
    input  wire reset_n,       
    input  wire noisy_btn_n,   
    output reg  clean_pulse    
);
    reg sync0, sync1;
    always @(posedge clk or negedge reset_n) begin
        if (!reset_n) begin
            sync0 <= 1'b1;
            sync1 <= 1'b1;
        end else begin
            sync0 <= noisy_btn_n;
            sync1 <= sync0;
        end
    end
    wire btn_level = ~sync1;   
    reg [19:0] cnt;
    reg stable_level;       
    reg prev_stable_level;  
    always @(posedge clk or negedge reset_n) begin
        if (!reset_n) begin
            cnt              <= 20'd0;
            stable_level     <= 1'b0;
            prev_stable_level<= 1'b0;
            clean_pulse      <= 1'b0;
        end else begin
            clean_pulse <= 1'b0;
            if (btn_level != stable_level) begin
                if (cnt == CNT_MAX) begin
                    stable_level <= btn_level;
                    cnt          <= 20'd0;
                end else begin
                    cnt <= cnt + 1'b1;
                end
            end else begin
                cnt <= 20'd0;
            end
            prev_stable_level <= stable_level;
            if (stable_level && !prev_stable_level) begin
                clean_pulse <= 1'b1;
            end
        end
    end
endmodule
module phase_timer (
    input  wire clk,
    input  wire reset_n,       
    input  wire state_active,  
	 input wire [31:0] duration_ticks,
    output reg  done
);
    reg [31:0] cnt;
    reg        prev_active;
    always @(posedge clk or negedge reset_n) begin
        if (!reset_n) begin
            cnt         <= 32'd0;
            done        <= 1'b0;
            prev_active <= 1'b0;
        end else begin
            done <= 1'b0;   
            if (state_active && !prev_active) begin
                cnt <= 32'd0;
            end else if (state_active) begin
                if (cnt == duration_ticks - 1) begin
                    done <= 1'b1;      
                end else begin
                    cnt <= cnt + 1'b1;
                end
            end else begin
    cnt <= cnt;    
end
            prev_active <= state_active;
        end
    end
endmodule
module sevenseg_decoder(
    input  wire [3:0] bin,
    output reg  [6:0] seg
);
    always @(*) begin
        case (bin)
            4'h0: seg = 7'b1000000;
            4'h1: seg = 7'b1111001;
            4'h2: seg = 7'b0100100;
            4'h3: seg = 7'b0110000;
            4'h4: seg = 7'b0011001;
            4'h5: seg = 7'b0010010;
            4'h6: seg = 7'b0000010;
            4'h7: seg = 7'b1111000;
            4'h8: seg = 7'b0000000;
            4'h9: seg = 7'b0010000;
            4'hA: seg = 7'b0001000;
            4'hB: seg = 7'b0000011;
            4'hC: seg = 7'b1000110;
            4'hD: seg = 7'b0100001;
            4'hE: seg = 7'b0000110;
            4'hF: seg = 7'b0001110;
            default: seg = 7'b1111111;  
        endcase
    end
endmodule
module traffic_fsm(
    input  wire        clk,
    input  wire        reset_n,
    input  wire        clean_ped_button,    
    input  wire        night_mode,          
    input  wire        green_done,
    input  wire        yellow_done,
    input  wire        red_done,
    input  wire        walk_done,
    output reg         red_led,
    output reg         yellow_led,
    output reg         green_led,
    output reg         walk_led,
    output reg         dont_walk_led,
    output reg         walk_enable,         
    output reg         blink_enable,         
	 output reg 		  ped_request_out
);
localparam  S_GREEN  = 3'b000,
            S_YELLOW = 3'b001,
            S_RED    = 3'b010,
            S_WALK   = 3'b011,
            S_NIGHT  = 3'b100;
reg [2:0] state, next_state;
reg ped_request;
always @(posedge clk or negedge reset_n) begin
    if (!reset_n)
        ped_request <= 1'b0;
    else begin
        if (clean_ped_button && !night_mode)
            ped_request <= 1'b1;
        else if (state == S_WALK)
            ped_request <= 1'b0;
    end
end
always @(posedge clk or negedge reset_n) begin
    if (!reset_n)
        state <= S_GREEN;
    else
        state <= next_state;
end
always @(*) begin
    next_state = state;  
    case(state)
        S_GREEN: begin
            if (night_mode)
                next_state = S_NIGHT;
            else if (green_done)
                next_state = S_YELLOW;
        end
        S_YELLOW: begin
            if (night_mode)
                next_state = S_NIGHT;
            else if (yellow_done)
                next_state = S_RED;
        end
        S_RED: begin
            if (night_mode)
                next_state = S_NIGHT;
            else if (red_done && ped_request)
                next_state = S_WALK;
            else if (red_done && !ped_request)
                next_state = S_GREEN;
        end
        S_WALK: begin
            if (night_mode)
                next_state = S_NIGHT;
            else if (walk_done)
                next_state = S_GREEN;
        end
        S_NIGHT: begin
            if (!night_mode)
                next_state = S_GREEN;
        end
        default: next_state = S_GREEN;
    endcase
end
always @(*) begin
    red_led        = 0;
    yellow_led     = 0;
    green_led      = 0;
    walk_led       = 0;
    dont_walk_led  = 1;    
    walk_enable    = 0;
    blink_enable   = 0;
	 ped_request_out = ped_request;
    case(state)
        S_GREEN: begin
            green_led      = 1;
            dont_walk_led  = 1;
        end
        S_YELLOW: begin
            yellow_led     = 1;
            dont_walk_led  = 1;
        end
        S_RED: begin
            red_led        = 1;
            dont_walk_led  = 1;
        end
        S_WALK: begin
            red_led        = 1;
            walk_led       = 1;
            dont_walk_led  = 0;
            walk_enable    = 1;
        end
        S_NIGHT: begin
            blink_enable   = 1;
        end
    endcase
end
endmodule
module traffic_top(
    input  wire        MAX10_CLK1_50,  
    input  wire [1:0]  KEY,            
    input  wire [9:0]  SW,             
    output wire [9:0]  LEDR,           
    output wire [6:0]  HEX0           
);
    wire clk        = MAX10_CLK1_50;
    wire reset_n    = KEY[0];       
    wire ped_btn_n  = KEY[1];       
    wire night_mode = SW[0];        
    wire clean_ped_button;
    debounce_button db_inst (
        .clk         (clk),
        .reset_n     (reset_n),
        .noisy_btn_n (ped_btn_n),
        .clean_pulse (clean_ped_button)
    );
    wire red_led_raw;
    wire yellow_led_raw;
    wire green_led_raw;
    wire walk_led;
    wire dont_walk_led;
	 wire ped_request_indicator;
    wire walk_enable;
    wire blink_enable;
    wire green_done;
    wire yellow_done;
    wire red_done;
    wire walk_done;
    wire blink_signal;
    wire [3:0] walk_digit;
    wire [6:0] hex0_seg;
    traffic_fsm fsm_inst (
        .clk             (clk),
        .reset_n         (reset_n),
        .clean_ped_button(clean_ped_button),
        .night_mode      (night_mode),
        .green_done      (green_done),
        .yellow_done     (yellow_done),
        .red_done        (red_done),
        .walk_done       (walk_done),
        .red_led         (red_led_raw),
        .yellow_led      (yellow_led_raw),
        .green_led       (green_led_raw),
        .walk_led        (walk_led),
        .dont_walk_led   (dont_walk_led),
        .walk_enable     (walk_enable),
        .blink_enable    (blink_enable),
		  .ped_request_out (ped_request_indicator)
    );
    localparam integer TICKS_1S = 50_000_000;  
	wire low_mode  = SW[1];
	wire high_mode = SW[2];
	wire [31:0] green_ticks  = high_mode ? (10 * TICKS_1S) :
										low_mode  ? (5  * TICKS_1S) :
														(7  * TICKS_1S);
	wire [31:0] yellow_ticks = high_mode ? (3 * TICKS_1S) :
										low_mode  ? (2 * TICKS_1S) :
														(3 * TICKS_1S);
	wire [31:0] red_ticks    = high_mode ? (7 * TICKS_1S) :
										low_mode  ? (4 * TICKS_1S) :
														(5 * TICKS_1S);
phase_timer green_timer (
    .clk          (clk),
    .reset_n      (reset_n),
    .state_active (green_led_raw),
    .duration_ticks(green_ticks),
    .done         (green_done)
);
phase_timer yellow_timer (
    .clk          (clk),
    .reset_n      (reset_n),
    .state_active (yellow_led_raw),
    .duration_ticks(yellow_ticks),
    .done         (yellow_done)
);
phase_timer red_timer (
    .clk          (clk),
    .reset_n      (reset_n),
    .state_active (red_led_raw),
    .duration_ticks(red_ticks),
    .done         (red_done)
);
    reg walk_enable_d;
    always @(posedge clk or negedge reset_n) begin
        if (!reset_n)
            walk_enable_d <= 1'b0;
        else
            walk_enable_d <= walk_enable;
    end
    wire walk_start_pulse = walk_enable & ~walk_enable_d;
    walk_countdown_timer #(
        .START_VALUE   (4'd7),
        .TICKS_PER_SEC (TICKS_1S)
    ) walk_timer_inst (
        .clk     (clk),
        .reset_n (reset_n),
        .start   (walk_start_pulse),
        .enable  (walk_enable),
        .value   (walk_digit),
        .done    (walk_done)
    );
    sevenseg_decoder hex0_dec (
        .bin (walk_digit),
        .seg (hex0_seg)
    );
    assign HEX0 = hex0_seg;
    blink_generator #(
        .HALF_PERIOD_TICKS(25_000_000)  
    ) blink_inst (
        .clk       (clk),
        .reset_n   (reset_n),
        .enable    (blink_enable),
        .blink_out (blink_signal)
    );
    wire yellow_for_led = blink_enable ? blink_signal : yellow_led_raw;
    assign LEDR[0] = green_led_raw;
    assign LEDR[1] = yellow_for_led;
    assign LEDR[2] = red_led_raw;
    assign LEDR[3] = walk_led;
    assign LEDR[4] = dont_walk_led;
	 assign LEDR[5] = ped_request_indicator;
	 assign LEDR[6] = SW[1];  
	 assign LEDR[7] = SW[2];  
    assign LEDR[9:8] = 2'b00;    
endmodule
module walk_countdown_timer #(
    parameter integer START_VALUE    = 4'd5,          
    parameter integer TICKS_PER_SEC  = 50_000_000     
)(
    input  wire       clk,
    input  wire       reset_n,        
    input  wire       start,          
    input  wire       enable,         
    output reg [3:0]  value,          
    output reg        done            
);
    reg [25:0] tick_cnt;    
    reg        active;      
    always @(posedge clk or negedge reset_n) begin
        if (!reset_n) begin
            tick_cnt <= 26'd0;
            value    <= START_VALUE;
            active   <= 1'b0;
            done     <= 1'b0;
        end else begin
            done <= 1'b0;   
            if (start) begin
                value    <= START_VALUE;
                tick_cnt <= 26'd0;
                active   <= 1'b1;
            end else if (active && enable) begin
                if (tick_cnt == TICKS_PER_SEC - 1) begin
                    tick_cnt <= 26'd0;
                    if (value != 4'd0) begin
                        value <= value - 4'd1;
                    end else begin
                        active <= 1'b0;    
                        done   <= 1'b1;    
                    end
                end else begin
                    tick_cnt <= tick_cnt + 1'b1;
                end
            end else begin
                tick_cnt <= 26'd0;
            end
        end
    end
endmodule
==> run.sh <==
#!/bin/bash
# OpenROAD 26Q1-2900-gdf79404cd8, Yosys 0.63+post, stock flow scripts
make -C /OpenROAD-flow-scripts/flow DESIGN_CONFIG=/design/flow/config.mk WORK_HOME=/design/flow/orfs finish
==> config.mk <==
export PLATFORM = sky130hd
export DESIGN_NAME = traffic_top
export DESIGN_NICKNAME = traffic_top
export VERILOG_FILES = /design/flow/design.v
export SDC_FILE = /design/flow/constraint.sdc
export NUM_CORES = 4
export LEC_CHECK = 1
export CORE_UTILIZATION = 40
==> constraint.sdc <==
current_design traffic_top

set clk_period 4.0
set clk_io_pct 0.2

create_clock -name clk0 -period $clk_period [get_ports {MAX10_CLK1_50}]

set non_clock_inputs [all_inputs -no_clocks]
set_input_delay [expr $clk_period * $clk_io_pct] -clock clk0 $non_clock_inputs
set_output_delay [expr $clk_period * $clk_io_pct] -clock clk0 [all_outputs]
==> Changelog: implementation <==
### Implementation results

- Outcome: complete, no violations
- Grt met1 use: 32.2%
- Power density over the cells: 342 mW/mm^2
- Slew Limit Fails: 0
- Largest stage delay, worst path: 0.61 ns
- Die Height: 169 um
- Layout cells sized above 1: 6.29%
- Critical Path AT: 2.51 ns
- # Cells Yosys: 1247
- Post-synth top cells: dfrtp_1, nor2_1, nand2_1
- Via/cell ratio: 5.76
- First-pass GRT wire length: 44200 um
- Final setup viols: 0
- Max_cap viols: 0
- Post-route minimum period: 3.31 ns
- Syn-to-layout area delta: 9.75%
- Final ANT Viol Nets: 0
- Clock root cell: clkbuf_16
- FP Rows: 60
- Remaining DRCs: 0
- Clock sink count: 193
- Slew HR: 37.2%
- Fin cells: 1613
- Crit Path Category: reg -> out
- Via count: 9285
- Top-count cell post-synth: dfrtp_1
- Hold_buf cts: 0
- Met3 GRT Util: 3.11%
- Ys async rst share: 100%
- Yosys reg bits: 193
- Cts repair resizes: 0
- Vias in the first global route: 8776
- Maximum clock insertion buffer count: 2
- Chip area: 0.0287 mm^2
- Crit path buffers/inverters: 1
- IO Pins: 30
- CORE AREA: 0.0273 mm^2
- Slowest CP cell: dfstp_2
- Initial antenna violation count: 1
- Power Total: 4.21 mW
- Startpoint types: flop
- Max H-tree Level: 4
- Register clock-pin slew on the reported worst setup and hold paths: 0.08 ns
- Clk latency late pin: 0.43 ns
- Top post-synthesis cells by area: dfrtp_1, o31ai_1, nand3_1
- YS warnings: 7
- Peak Freq: 303 MHz
- Die Wd: 169 um
- Placed cell count: 1580
- Post-CTS Setup Repair Bufs: 0
- Tool warnings: 37
- Total iterations of the first detailed-routing run: 5
- Worst path cell trace: ha_1, nor2b_1, or3b_2, o21ai_0, clkdlybuf4s50_1
- Crit. End Element: output port
- Largest net degree at the start of global routing: 78
- Gr usage total: 19.1%
- Worst EP required: 3.20 ns
- Fin crit share: 82.6%
- Crit-path max FO: 7
- Post-Synthesis Cells: 1247
- Sum Neg Setup Slack: 0 ns
- P_leak: 4.65 nW
- CTS tree: built
- Slew @ Worst Pin: 0.934 ns
- Floorplan Utilization: 41.2%
- Routed len/inst: 15.7 um
- Area leader share: 41.7%
- Distinct lib cells: 79
- Post-synth EDFFs: 0
- Synth Seq Share: 43.1%
- Gpl congestion: 0.843
- FILL cells: 2560
- Pre-CTS setup slack: 0.401 ns
- Synth Cell Area: 0.0112 mm^2
- Top_reg_cell synth: dfrtp_1
- RSZ-0062 raised after global routing: false
- Fin. Hold Viols: 0
- Peak supply drop: 0.271 mV
- TritonCTS buffer count: 17
- Post-synth area from yosys stat: 0.0112 mm^2
- Average cell area after synthesis: 8.99 um^2
- DPL Wire Length: 16700 um
- Setup ws final: 0.694 ns
- Drt total wl: 25300 um
- Hold crit path type: reg -> reg
- Final instance area: 0.0123 mm^2
- Iteration-0 DRC Markers: 759
- GR Overflow Total: 0
- Post-placement cell area: 0.0117 mm^2
- Clk_skew: 0.0171 ns
- Busiest layer in global routing: met1
- Met2 global-route usage: 27.6%
- IO buf count: 20
- Synth area leader: dfrtp_1
- CP delay by family, top: flip-flops
state kept, by name (all words and copies together), names as in the netlist, 4 cells and up:
register / count
fsm_inst.state: 5
green_timer.cnt: 32
db_inst.cnt: 20
red_timer.cnt: 32
walk_timer_inst.value: 4
yellow_timer.cnt: 32
walk_timer_inst.tick_cnt: 26
blink_inst.cnt: 26
metal layers:
metal	vias to the layer above	wire length [um]
li1	4621	-
met1	4511	12900
met2	141	11200
met3	12	1040
met4	0	179
met5	-	0
through the flow:
step	util, %	hold slack, ns
2_1_floorplan	-	0.345
3_3_place_gp	43.0	0.348
3_5_place_dp	43.0	0.349
4_1_cts	45.2	0.361
5_1_grt	45.2	0.363
6_report	45.2	0.359
kinds of logic after synthesis:
| group | share of synthesized area, % |
|---|---|
| AND/OR/NAND/NOR | 27.6 |
| AND-OR/OR-AND | 17.4 |
| flip-flops | 43.1 |
| buffers and inverters | 4.47 |
| XOR/XNOR | 5.23 |
| adder cells (fa/ha/maj) | 1.45 |
| multiplexers | 0.714 |
| other | 0.0334 |
cell usage in the layout (no fill, tap or decap), types with 7 or more instances in the layout:
| cell type | instances |
|---|---|
| nor2b_1 | 25 |
| nor4_1 | 20 |
| o31ai_1 | 74 |
| and2_1 | 19 |
| o211ai_1 | 7 |
| clkbuf_16 | 17 |
| nand2_1 | 94 |
| o21ai_0 | 50 |
| xor2_1 | 33 |
| ha_1 | 13 |
| and4_1 | 7 |
| a21oi_1 | 34 |
| nor4b_1 | 7 |
| xnor2_1 | 34 |
| and3_1 | 47 |
| o41ai_1 | 13 |
| nor2_1 | 114 |
| nand2b_1 | 13 |
| mux2i_1 | 8 |
| nor3_1 | 28 |
| buf_4 | 17 |
| inv_1 | 30 |
| a41oi_1 | 13 |
| o21ai_1 | 8 |
| dfrtp_1 | 187 |
| nand4b_1 | 9 |
| nand4_1 | 48 |
| or4_1 | 9 |
| nand3_1 | 88 |
| a31oi_1 | 37 |
| clkdlybuf4s50_1 | 19 |
power breakdown:
part           internal (mW)  switching [mW]
sequential              2.04           0.170
clock                  0.834           0.838
combinational          0.157           0.171
path summary, 6_finish.rpt:
check	start	to	slack, ns	cells after the start
max	walk_timer_inst.value[0]	HEX0[0]	0.69	5
min	db_inst.sync0	db_inst.sync1	0.36	0
max reg2reg	red_timer.prev_active	red_timer.cnt[0]	1.36	6
min reg2reg	db_inst.sync0	db_inst.sync1	0.36	0
max in group asynchronous	KEY[0]	walk_timer_inst.value[0]	2.73	2
min in group asynchronous	KEY[0]	yellow_timer.cnt[22]	0.41	1
area by class of cell:
class	instances	area, um^2	share of cell area (%)
Multi-Input combinational cell	943	5910	48.0
Sequential cell	193	4840	39.3
Tap cell	372	465	3.78
Clock buffer	18	429	3.49
Timing Repair Buffer	40	392	3.18
Clock inverter	14	151	1.23
Inverter	32	120	0.976
Antenna cell	1	2.50	0.0203
worst reg2reg max path: stages (launching register included):
cell and delay, ns:
dfrtp_1 0.76, o21bai_1 0.23, nand4_1 0.10, or4_1 0.70, o211ai_4 0.43, buf_12 0.21, mux2i_1 0.08
No activity file was given, so power comes from the tool's default toggle rates.
